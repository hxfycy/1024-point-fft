File: design/flow/config.mk
export PLATFORM = sky130hd
export DESIGN_NAME = but64
export DESIGN_NICKNAME = but64
export VERILOG_FILES = /design/flow/design.v
export SDC_FILE = /design/flow/constraint.sdc
export NUM_CORES = 4
export LEC_CHECK = 1
export CORE_UTILIZATION = 50
File: design/flow/constraint.sdc
current_design but64

set clk_period 25.0
set clk_io_pct 0.2

create_clock -name clk0 -period $clk_period [get_ports {clk}]

set non_clock_inputs [all_inputs -no_clocks]
set_input_delay [expr $clk_period * $clk_io_pct] -clock clk0 $non_clock_inputs
set_output_delay [expr $clk_period * $clk_io_pct] -clock clk0 [all_outputs]
File: design/flow/design.v
	module but64
(
input [63:0] Y0,Y1,Y2,Y3,
input [2:0] state,           
input [63:0] TF1,TF2,TF3,  
input clk,                   
input nrst,                    
output reg[63:0]  X0,X1,X2,X3 ,
input  enable,
output reg fft_available
);
reg enabled1;reg enabled2;reg enabled3;
wire [63:0] O1,O2,O3;         
reg  [63:0] Y0d1,Y0d2,Y0d3;
 booth64_cpx _m1(Y1,TF1,O1,clk);
     booth64_cpx _m2(Y2,TF2,O2,clk);
      booth64_cpx _m3(Y3,TF3,O3,clk);
wire signed[31:0]Y0R,Y0I,Y1R,Y1I,Y2R,Y2I,Y3R,Y3I;
assign Y0R=Y0d3[63:32];assign Y0I=Y0d3[31:0];assign Y1R=Y1[63:32];assign Y1I=Y1[31:0];
assign Y2R=Y2[63:32];assign Y2I=Y2[31:0];assign Y3R=Y3[63:32];assign Y3I=Y3[31:0];
wire signed[31:0] O1R,O2R,O3R,O1I,O2I,O3I;     
wire signed[23:0] O1RR,O2RR,O3RR,O1II,O2II,O3II;
assign O1RR=O1[63:40];assign O1II=O1[31:8];assign O2RR=O2[63:40];assign O2II=O2[31:8];assign O3RR=O3[63:40];assign O3II=O3[31:8];
assign O1R=O1RR;assign O1I=O1II;assign O2R=O2RR;assign O2I=O2II;assign O3R=O3RR;assign O3I=O3II;
wire signed[31:0] U0R,U1R,U0I,U1I;
assign U0R=Y0R+O2R; 
assign U0I=Y0I+O2I;
assign U1R=Y0R-O2R; 
assign U1I=Y0I-O2I;
wire signed[31:0] V0R,V1R,V0I,V1I;
assign V0R=O1R+O3R; 
assign V0I=O1I+O3I;
assign V1R=O1R-O3R; 
assign V1I=O1I-O3I;
wire signed[31:0] Z0R,Z1R,Z2R,Z3R,Z0I,Z1I,Z2I,Z3I;
assign Z0R=U0R+V0R;assign Z0I=U0I+V0I; 
assign Z1R=U1R+V1I;assign Z1I=U1I-V1R; 
assign Z2R=U0R-V0R;assign Z2I=U0I-V0I; 
assign Z3R=U1R-V1I;assign Z3I=U1I+V1R; 
always@(posedge clk or negedge nrst)begin
 if(!nrst)
  begin
  X0<=64'b0;X1<=64'b0;X2<=64'b0;X3<=64'b0;
  fft_available<=1'b0;
  enabled1<=1'b0;
  enabled2<=1'b0;
  enabled3<=1'b0;
  Y0d1<=64'b0;
  Y0d2<=64'b0;
  Y0d3<=64'b0;
  end
 else if(enable||enabled1||enabled2||enabled3)begin
  Y0d1<=Y0;
  Y0d2<=Y0d1;
  Y0d3<=Y0d2;
  X0<={Z0R,Z0I};
  X1<={Z1R,Z1I};
  X2<={Z2R,Z2I};
  X3<={Z3R,Z3I};
  enabled1<=enable;
  enabled2<=enabled1;
  enabled3<=enabled2;
  fft_available<=enabled3;
  end
     else begin
   enabled1<=enable;
      enabled2<=enabled1;
	  enabled3<=enabled2;
      fft_available<=enabled3;
        X0<=64'b0;
  X1<=64'b0;
  X2<=64'b0;
  X3<=64'b0;
 end
end
endmodule 
module booth64_cpx(
input signed [63:0]mult1,mult2, 
output reg signed [63:0]result, 
input clk
);  
wire signed [31:0]a,b,c,d;
assign a=mult1[63:32];
assign b=mult1[31:0];
assign c=mult2[63:32];
assign d=mult2[31:0];
wire signed [31:0]tmp_A,tmp_B,tmp_C;      
wire signed [31:0]prod_A,prod_B,prod_C; 
wire signed [31:0]result_high,result_low;
assign tmp_A=a+b;
assign tmp_B=c+d;
assign tmp_C=b-a;
booth64 _A(tmp_A,c,clk,prod_A);
booth64 _B(tmp_B,b,clk,prod_B);
booth64 _C(tmp_C,d,clk,prod_C);
assign result_high=prod_A-prod_B;
assign result_low=prod_B-prod_C;
always@(*)
begin
result<={result_high,result_low};
end
endmodule 
module booth64(
input signed  [31:0] mult1,mult2,
input clk,
output reg signed [31:0] part_prod
);
reg signed[31:0] part_prodA,part_prodB,part_prodC,part_prodD,part_prodE,part_prodF,part_prodG,part_prodH;
reg signed[31:0] part_prod1,part_prod2;
reg signed[32:0] part_A1,part_A2,part_A3,part_A4,part_A5,part_A6,part_A7,part_A8; 
reg signed[32:0] part_A9,part_AA,part_AB,part_AC,part_AD,part_AE,part_AF,part_A0; 
wire signed a0,a1,a2,a3,a4,a5,a6,a7,a8,a9,aa,ab,ac,ad,ae,af;
assign a0=part_A1[32];
assign a1=part_A2[32];
assign a2=part_A3[32];
assign a3=part_A4[32];
assign a4=part_A5[32];
assign a5=part_A6[32];
assign a6=part_A7[32];
assign a7=part_A8[32];
assign a8=part_A9[32];
assign a9=part_AA[32];
assign aa=part_AB[32];
assign ab=part_AC[32];
assign ac=part_AD[32];
assign ad=part_AE[32];
assign ae=part_AF[32];
assign af=part_A0[32];
always@(posedge clk)
begin        
part_prodA<=part_A1[31:0]+
          {part_A2[29:0],2'sb0};
part_prodE<={part_A3[27:0],4'sb0}+
          {part_A4[25:0],6'sb0};
part_prodB<={part_A5[23:0],8'sb0}+
          {part_A6[21:0],10'sb0};
part_prodF<={part_A7[19:0],12'sb0}+
          {part_A8[17:0],14'sb0};
part_prodC<={part_A9[15:0],16'sb0}+
          {part_AA[13:0],18'sb0};
part_prodG<={part_AB[11:0],20'sb0}+
          {part_AC[9:0],22'sb0};
part_prodD<={part_AD[7:0],24'sb0}+
          {part_AE[5:0],26'sb0};
part_prodH<={part_AF[3:0],28'sb0}+
          {part_A0[1:0],30'sb0};
part_prod1<=part_prodA+part_prodB+part_prodC+part_prodD;
part_prod2<=part_prodE+part_prodF+part_prodG+part_prodH;
part_prod<=part_prod1+part_prod2;
end
always@(*)
begin
case(mult1[1:0])
  2'b00:part_A1=33'b0;
  2'b01:part_A1={mult2[31],mult2};
  2'b10:part_A1=-{mult2,1'b0};
  2'b11:part_A1=-{mult2[31],mult2};
  default:part_A1=33'b0;
endcase
case(mult1[3:1])
  3'b000:part_A2= 33'b0;
  3'b001:part_A2= {mult2[31],mult2};
  3'b010:part_A2= {mult2[31],mult2};
  3'b011:part_A2= {mult2,1'b0};
  3'b100:part_A2=-{mult2,1'b0};
  3'b101:part_A2=-{mult2[31],mult2};
  3'b110:part_A2=-{mult2[31],mult2};
  3'b111:part_A2= 33'b0;
default:part_A2= 33'b0;
endcase
case(mult1[5:3])
  3'b000:part_A3= 33'b0;
  3'b001:part_A3= {mult2[31],mult2};
  3'b010:part_A3= {mult2[31],mult2};
  3'b011:part_A3= {mult2,1'b0};
  3'b100:part_A3=-{mult2,1'b0};
  3'b101:part_A3=-{mult2[31],mult2};
  3'b110:part_A3=-{mult2[31],mult2};
  3'b111:part_A3= 33'b0;
default:part_A3= 33'b0;
endcase
case(mult1[7:5])
  3'b000:part_A4= 33'b0;
  3'b001:part_A4= {mult2[31],mult2};
  3'b010:part_A4= {mult2[31],mult2};
  3'b011:part_A4= {mult2,1'b0};
  3'b100:part_A4=-{mult2,1'b0};
  3'b101:part_A4=-{mult2[31],mult2};
  3'b110:part_A4=-{mult2[31],mult2};
  3'b111:part_A4= 33'b0;
default:part_A4= 33'b0;
endcase
case(mult1[9:7])
  3'b000:part_A5= 33'b0;
  3'b001:part_A5= {mult2[31],mult2};
  3'b010:part_A5= {mult2[31],mult2};
  3'b011:part_A5= {mult2,1'b0};
  3'b100:part_A5=-{mult2,1'b0};
  3'b101:part_A5=-{mult2[31],mult2};
  3'b110:part_A5=-{mult2[31],mult2};
  3'b111:part_A5= 33'b0;
default:part_A5= 33'b0;
endcase
case(mult1[11:9])
  3'b000:part_A6= 33'b0;
  3'b001:part_A6= {mult2[31],mult2};
  3'b010:part_A6= {mult2[31],mult2};
  3'b011:part_A6= {mult2,1'b0};
  3'b100:part_A6=-{mult2,1'b0};
  3'b101:part_A6=-{mult2[31],mult2};
  3'b110:part_A6=-{mult2[31],mult2};
  3'b111:part_A6= 33'b0;
default:part_A6= 33'b0;
endcase
case(mult1[13:11])
  3'b000:part_A7= 33'b0;
  3'b001:part_A7= {mult2[31],mult2};
  3'b010:part_A7= {mult2[31],mult2};
  3'b011:part_A7= {mult2,1'b0};
  3'b100:part_A7=-{mult2,1'b0};
  3'b101:part_A7=-{mult2[31],mult2};
  3'b110:part_A7=-{mult2[31],mult2};
  3'b111:part_A7= 33'b0;
default:part_A7= 33'b0;
endcase
case(mult1[15:13])
  3'b000:part_A8= 33'b0;
  3'b001:part_A8= {mult2[31],mult2};
  3'b010:part_A8= {mult2[31],mult2};
  3'b011:part_A8= {mult2,1'b0};
  3'b100:part_A8=-{mult2,1'b0};
  3'b101:part_A8=-{mult2[31],mult2};
  3'b110:part_A8=-{mult2[31],mult2};
  3'b111:part_A8= 33'b0;
default:part_A8= 33'b0;
endcase
case(mult1[17:15])
  3'b000:part_A9= 33'b0;
  3'b001:part_A9= {mult2[31],mult2};
  3'b010:part_A9= {mult2[31],mult2};
  3'b011:part_A9= {mult2,1'b0};
  3'b100:part_A9=-{mult2,1'b0};
  3'b101:part_A9=-{mult2[31],mult2};
  3'b110:part_A9=-{mult2[31],mult2};
  3'b111:part_A9= 33'b0;
default:part_A9= 33'b0;
endcase
case(mult1[19:17])
  3'b000:part_AA= 33'b0;
  3'b001:part_AA= {mult2[31],mult2};
  3'b010:part_AA= {mult2[31],mult2};
  3'b011:part_AA= {mult2,1'b0};
  3'b100:part_AA=-{mult2,1'b0};
  3'b101:part_AA=-{mult2[31],mult2};
  3'b110:part_AA=-{mult2[31],mult2};
  3'b111:part_AA= 33'b0;
default:part_AA= 33'b0;
endcase
case(mult1[21:19])
  3'b000:part_AB= 33'b0;
  3'b001:part_AB= {mult2[31],mult2};
  3'b010:part_AB= {mult2[31],mult2};
  3'b011:part_AB= {mult2,1'b0};
  3'b100:part_AB=-{mult2,1'b0};
  3'b101:part_AB=-{mult2[31],mult2};
  3'b110:part_AB=-{mult2[31],mult2};
  3'b111:part_AB= 33'b0;
default:part_AB= 33'b0;
endcase
case(mult1[23:21])
  3'b000:part_AC= 33'b0;
  3'b001:part_AC= {mult2[31],mult2};
  3'b010:part_AC= {mult2[31],mult2};
  3'b011:part_AC= {mult2,1'b0};
  3'b100:part_AC=-{mult2,1'b0};
  3'b101:part_AC=-{mult2[31],mult2};
  3'b110:part_AC=-{mult2[31],mult2};
  3'b111:part_AC= 33'b0;
default:part_AC= 33'b0;
endcase
case(mult1[25:23])
  3'b000:part_AD= 33'b0;
  3'b001:part_AD= {mult2[31],mult2};
  3'b010:part_AD= {mult2[31],mult2};
  3'b011:part_AD= {mult2,1'b0};
  3'b100:part_AD=-{mult2,1'b0};
  3'b101:part_AD=-{mult2[31],mult2};
  3'b110:part_AD=-{mult2[31],mult2};
  3'b111:part_AD= 33'b0;
default:part_AD= 33'b0;
endcase
case(mult1[27:25])
  3'b000:part_AE= 33'b0;
  3'b001:part_AE= {mult2[31],mult2};
  3'b010:part_AE= {mult2[31],mult2};
  3'b011:part_AE= {mult2,1'b0};
  3'b100:part_AE=-{mult2,1'b0};
  3'b101:part_AE=-{mult2[31],mult2};
  3'b110:part_AE=-{mult2[31],mult2};
  3'b111:part_AE= 33'b0;
default:part_AE= 33'b0;
endcase
case(mult1[29:27])
  3'b000:part_AF= 33'b0;
  3'b001:part_AF= {mult2[31],mult2};
  3'b010:part_AF= {mult2[31],mult2};
  3'b011:part_AF= {mult2,1'b0};
  3'b100:part_AF=-{mult2,1'b0};
  3'b101:part_AF=-{mult2[31],mult2};
  3'b110:part_AF=-{mult2[31],mult2};
  3'b111:part_AF= 33'b0;
default:part_AF= 33'b0;
endcase
case(mult1[31:29])
  3'b000:part_A0= 33'b0;
3'b001:part_A0= {mult2[31],mult2};
3'b010:part_A0= {mult2[31],mult2};
3'b011:part_A0= {mult2,1'b0};
3'b100:part_A0=-{mult2,1'b0};
3'b101:part_A0=-{mult2[31],mult2};
3'b110:part_A0=-{mult2[31],mult2};
3'b111:part_A0= 33'b0;
default:part_A0= 33'b0;
endcase
end
endmodule 
File: design/flow/run.sh
#!/bin/bash
# OpenROAD 26Q1-2900-gdf79404cd8, Yosys 0.63+post, stock flow scripts
make -C /OpenROAD-flow-scripts/flow DESIGN_CONFIG=/design/flow/config.mk WORK_HOME=/design/flow/orfs finish
==> CHANGELOG.md <==
### Changed

- Starting DRT DRC Count: 34651
- Hpwl dp: 952.4 mm
- Log Warnings: 367
- Yosys cell types: 112
- Largest net degree at the start of global routing: 131
- Crit-path slowest cell: clkdlybuf4s50_1
- Slew @ Worst Pin: 1229 ps
- CP delay by family, top: AND-OR/OR-AND gates
- Syn Inst Count: 36574
- Yosys warnings: 3
- Hold Crit Class: reg -> reg
- Antenna Nets Post-Route: 0
- Full die area: 0.5457 mm^2
- Core Rows: roughly 270
- Startpoint Class: primary input
- IO Port Bufs: a little over 700
- RSZ-0062 raised after global routing: no
- Dominant logic cell types in the final layout: a21oi_1 (4081), nor2_1 (3775), nand2_1 (3095)
- Vias in the first global route: 257817
- Most instantiated logic cell after routing: a21oi_1
- DRT Pass-1 Iters: 12
- Die height: 738.7 um
- Final setup fails: 0
- Synth area leader: dfxtp_1
- Hold Vio Cnt, Final: 0
- Die Span X: 738.7 um
- Area share, top type: around 16%
- Setup_tns: 0 ps
- Latency at later pin: 1040 ps
- Syn Std Cell Area: 0.2714 mm^2
- Synth async-reset ratio: 17.42%
- Final Max Slew Viols: 0
- Final WL: 1244 mm
- Core area: 0.5405 mm^2
- DR DRC count: 0
- Post CTS Setup Buffer Count: 0
- Mean Syn Cell Area: 7.420 um^2
- Worst path required time: 25910 ps
- Status: complete, no violations
- Total grt overflow: 0
- Initial antenna violation count: around 150
- Period Utilization, post-route: around half
- Slew margin rel.: 15.93%
- Largest fanout on the critical path: 28
- DR vias/cell: roughly 6.5
- Clock root buffer: clkbuf_16
- Buf+Inv Stages, Crit Path: 2
- Fmax: 0.07698 GHz
- Max incr delay on CP: between 700 and 800 ps
- CP endpoint kind: flop
- Synthesis area per yosys: 0.2714 mm^2
- Clock tree buffer depth: 4
- CP dominant cell by count: a21oi_1
- Hold-fix buffers, CTS: 0
- # IOs: 711
- GRT Overall Usage: 45.06%
- Crit path kind: in -> reg
- Layout cells sized above 1: 7.057%
- Post-CTS sizing: 0
- Wire per inst: 28.21 um
- CTS tree: yes
- Clock Skew: 58.40 ps
- H-tree lvl count: 5
- Min Tclk post-route: 12990 ps
- Ys cells: 36574
- Total CTS buffers: approximately 300
- Clock-pin slew on the worst setup and hold paths: 60 ps
- GPL Wtd Cong: 1.109
- Via count: 285064
- Clk sinks: 2572
- Number of enable flip-flop cells: 0
- Max-cap violations: 0
- Dominant flop cell: dfxtp_1
- Synth flops: 2572
- Starting Density: 50.21%
- Worst path arrival time: between 10000 and 15000 ps
- First-pass GRT wire length: 1774 mm
- Area Growth Syn to Fin: 11.19%
- Post-synth seq share: 19.80%
- Top area cell types: dfxtp_1 (16%), ha_1 (14%), xnor2_1 (7.6%)
[Yosys cell counts (359+ instances only)]
cell type,instances
a21oi_1,4084
nor2_1,3780
nand2_1,3095
ha_1,3019
o21ai_0,2756
xnor2_1,2356
clkbuf_1,2344
dfxtp_1,2124
inv_1,1674
o22ai_1,982
nor3_1,954
a221oi_1,737
xor2_1,678
a21o_1,602
a211oi_1,523
o21bai_1,479
o211ai_1,450
dfrtp_1,448
fa_1,439
nand3_1,435
nand2b_1,359
[metal layers]
| layer | vias up | track usage [%] | share of wire, % |
|---|---|---|---|
| met5 | - | 0.4892 | 0.13 |
| met2 | 17420 | 61.59 | 40 |
| met4 | 108 | 28.18 | 8.1 |
| li1 | 131722 | - | - |
| met3 | 4067 | 19.31 | 14 |
| met1 | 131747 | 58.88 | 38 |
[sequential cells by signal (all words and copies together) (netlist names), 62 cells and up]
signal,cells
X2,64
Y0d3,64
Y0d1,64
X3,64
X0,62
X1,62
Y0d2,64
[final cells by class]
type,count,area (um^2)
Fill cell,49218,238800
Multi-Input combinational cell,29755,203800
Sequential cell,2572,53730
Timing Repair Buffer,2164,18010
Tap cell,7208,9019
Clock buffer,382,8382
Inverter,1699,6377
Clock inverter,157,2087
Antenna cell,138,345.3
[worst paths after layout]
kind	from	end	slack [ps]	depth (start not counted)
worst min-delay path	_m3._A.part_prodA[2]	_m3._A.part_prod1[2]	300	0
worst max register to register	_m1._B.part_prod[1]	X2[62]	14800	30
min in group asynchronous	nrst	X0[13]	4030	1
worst min register to register	_m3._A.part_prodA[2]	_m3._A.part_prod1[2]	300	0
worst max-delay path	Y3[1]	_m3._C.part_prodB[31]	12010	29
max in group asynchronous	nrst	X0[63]	17750	5
[cell families after synthesis]
logic type | after synthesis | share of synthesized area [%]
AND/OR/NAND/NOR | 10025 | 16.30
adder cells (fa/ha/maj) | 3528 | 17.42
XOR/XNOR | 3046 | 9.880
AND-OR/OR-AND | 12987 | 30.06
multiplexers | 169 | 0.6450
buffers and inverters | 4247 | 5.903
flip-flops | 2572 | 19.80
[through the flow]
| step | cells | hold WS, ps | utilization, % | cell area (um^2) | setup WS, ps |
|---|---|---|---|---|---|
| final | 44075 | 304.8 | 55.83 | 301800 | 12010 |
| after global routing | 43960 | 302.5 | 55.77 | 301500 | 11760 |
| after CTS | 43937 | 307.4 | 55.76 | 301400 | 12410 |
| after detailed placement | 43398 | 312.1 | 53.83 | 290900 | 11380 |
| after global placement | 43396 | 309.8 | 53.82 | 290900 | 11510 |
| after floorplan | 36574 | 309.6 | - | 271400 | 13430 |
